`/design/flow/run.sh`:
```
#!/bin/bash
# OpenROAD 26Q1-2900-gdf79404cd8, Yosys 0.63+post, stock flow scripts
make -C /OpenROAD-flow-scripts/flow DESIGN_CONFIG=/design/flow/config.mk WORK_HOME=/design/flow/orfs finish
```
`/design/flow/design.v`:
```
`timescale 1ns / 1ps
module usehint #(
        parameter OUTPUT_W = 4,
        parameter COEFF_W  = 24,
        parameter W        = 64
    ) (
        input rst,
        input clk,
        input start,
        input [2:0]   sec_lvl,
        input [W-1:0] di,
        input         valid_i,
        output reg    ready_i,
        input [OUTPUT_W*COEFF_W-1:0] poly0_i,
        input [OUTPUT_W*COEFF_W-1:0] poly1_i,
        input      poly_valid_i,
        output reg poly_ready_i,
        output reg [OUTPUT_W*COEFF_W-1:0] poly_o,
        output reg poly_valid_o,
        input      poly_ready_o
    );
    reg [7:0]   hint_cnt [7:0];
    reg [671:0] hint_addr;
    reg [10:0] ctr, ctr_next;
    reg [9:0] pos, pos_next;
    reg [3:0] poly_num;
    reg [9:0] hint_len;
    reg [95:0] tmp;
    reg [256*8-1:0] hint_poly;
    localparam
        LVL2_LEN = 7'd80,
        LVL3_LEN = 7'd55,
        LVL5_LEN = 7'd75;
    reg [6:0] hint_addrlen;
    reg [3:0] num_hints;
    reg [7:0] next_hint;
    reg [10:0] hint_offset;
    localparam
        INIT         = 2'd0,
        RECEIVE_HINT = 2'd1,
        EXPAND_HINT  = 2'd2,
        APPLY_HINT   = 2'd3;
    reg [1:0] state;
    reg [5:0] FINAL_SHIFT;
    reg [3:0] K;
    integer i;
    always @(*) begin
        case(sec_lvl)
        2: K=4;
        3: K=6;
        default: K=8;
        endcase
        case(sec_lvl)
        2: hint_len=671;
        3: hint_len=487;
        default: hint_len=663;
        endcase
        for (i = 0; i < 8; i = i + 1)
            hint_cnt[i] = (i < K) ? hint_addr[8*(K-i-1)+:8] : 0;
        next_hint = hint_addr[hint_len-pos*8-:8];
        hint_offset = 0; 
        if (ctr >= hint_cnt[0])
           hint_offset = 256*(0+1);
        if (ctr >= hint_cnt[1])
           hint_offset = 256*(1+1);
        if (ctr >= hint_cnt[2])
           hint_offset = 256*(2+1);
        if (ctr >= hint_cnt[3])
           hint_offset = 256*(3+1);
        if (ctr >= hint_cnt[4] && K != 4)
           hint_offset = 256*(4+1);
        if (ctr >= hint_cnt[5] && K != 4)
           hint_offset = 256*(5+1);
        if (ctr >= hint_cnt[6] && K == 8)
           hint_offset = 256*(6+1);
        if (ctr >= hint_cnt[7] && K == 8)
           hint_offset = 256*(7+1);
        case(sec_lvl)
        2: hint_addrlen = LVL2_LEN;
        3: hint_addrlen = LVL3_LEN;
        5: hint_addrlen = LVL5_LEN;
        default: hint_addrlen = LVL2_LEN;
        endcase
        case(sec_lvl)
        2: num_hints = 4'd4;
        3: num_hints = 4'd6;
        5: num_hints = 4'd8;
        default: num_hints = 4'd4;
        endcase
        ready_i      = 0;
        poly_ready_i = poly_ready_o;
        poly_o       = 0;
        poly_valid_o = 0;
        ctr_next     = ctr;
        FINAL_SHIFT = 8*((ctr+1)*8 - hint_addrlen-num_hints);
        poly_o = poly1_i;
        if (sec_lvl != 2) begin
            for (i = 0; i < 4; i = i + 1) begin
                if (hint_poly[ctr+i] == 1) begin
                    if (poly0_i[i*24+:24] > (8380417-1)/32 || poly0_i[i*24+:24] == 0)
                        poly_o[i*24+:24] = (poly1_i[i*24+:24] == 0) ? 15 : poly1_i[i*24+:24] - 1;
                    else
                        poly_o[i*24+:24] = (poly1_i[i*24+:24] == 15) ? 0 : poly1_i[i*24+:24] + 1;
                end 
            end
        end else begin
            for (i = 0; i < 4; i = i + 1) begin
                if (hint_poly[ctr+i] == 1) begin
                    if (poly0_i[i*24+:24] > (8380417-1)/88 || poly0_i[i*24+:24] == 0)
                        poly_o[i*24+:24] = (poly1_i[i*24+:24] == 0) ? 43 : poly1_i[i*24+:24] - 1;
                    else
                        poly_o[i*24+:24] = (poly1_i[i*24+:24] == 43) ? 0 : poly1_i[i*24+:24] + 1;
                end 
            end
        end
        pos_next = pos;
        case(state)
        INIT: begin
            ctr_next = 0;
            pos_next = 0;
        end
        RECEIVE_HINT: begin
            ctr_next =  (valid_i && (ctr+1)*8 > hint_addrlen+num_hints) ?  0 :
                        (valid_i) ? ctr + 1 : ctr;
            ready_i  = valid_i;
            pos_next = 0;
        end
        EXPAND_HINT: begin
            ctr_next = (ctr+1 >= hint_cnt[K-1]) ?  0 : ctr + 1;
            pos_next = pos + 1;
        end
        APPLY_HINT: begin
            poly_valid_o = poly_valid_i;
            ctr_next = (poly_valid_o && poly_ready_o) ? ctr + 4 : ctr;
        end
        endcase
    end
    always @(posedge clk) begin
        if (rst) begin
            state <= INIT;
            ctr   <= 0;
        end else begin
            ctr <= ctr_next;  
            pos <= pos_next;      
            case(state)
            INIT: begin
                poly_num  <= 0;
                hint_addr <= 0;
                hint_poly <= 0;
                state <= (start) ? RECEIVE_HINT : INIT;
            end
            RECEIVE_HINT: begin
                poly_num <= 0;
                if ((ctr+1)*8 > hint_addrlen+num_hints) 
                    hint_addr <= (hint_addr << (64-FINAL_SHIFT)) | (di >> FINAL_SHIFT);
                else
                    hint_addr <= (valid_i) ? {hint_addr[671-64:0], di} : hint_addr;
                state <= (valid_i && (ctr+1)*8 > hint_addrlen+num_hints) ? EXPAND_HINT : RECEIVE_HINT;
            end
            EXPAND_HINT: begin
                hint_poly[next_hint+hint_offset] <= 1;
                state <= (ctr+1 >= hint_cnt[K-1]) ? APPLY_HINT : EXPAND_HINT;
            end
            APPLY_HINT: begin
                state <= (ctr == K*256) ? INIT : APPLY_HINT;
            end
            endcase
        end
    end
endmodule
```
`/design/flow/config.mk`:
```
export PLATFORM = sky130hd
export DESIGN_NAME = usehint
export DESIGN_NICKNAME = usehint
export VERILOG_FILES = /design/flow/design.v
export SDC_FILE = /design/flow/constraint.sdc
export NUM_CORES = 4
export LEC_CHECK = 1
export CORE_UTILIZATION = 40
```
`/design/flow/constraint.sdc`:
```
current_design usehint

set clk_period 588.6
set clk_io_pct 0.2

create_clock -name clk0 -period $clk_period [get_ports {clk}]

set non_clock_inputs [all_inputs -no_clocks]
set_input_delay [expr $clk_period * $clk_io_pct] -clock clk0 $non_clock_inputs
set_output_delay [expr $clk_period * $clk_io_pct] -clock clk0 [all_outputs]
```
==> results.txt <==
yosys + openroad results -> Mapped Avg Cell Area between 10 and 15 um^2, I/O Buffers 363, Final Setup Violations 0, Worst R2R Start ctr[0], Fmax 4.16 MHz, area reported by Yosys stat 205,000 um^2, DP HPWL about 600,000 um, Internal 385 uW, Buf/Inv on CP 3, total leakage power approximately 74 nW, max-cap violations 0, Final Hold Viols 0, Yosys reg bits between 2,000 and 3,000, GRT Util Overall 35.2%, first-pass GRT wire length 1,250,000 um, Syn Inst Count about 19,000, tool warnings 106, Crit path max-delay family AND-OR/OR-AND gates, Rel. slew slack 5.49%, Worst path max stage delay 0.69 ns, Worst VDD drop ~0.0000026 V, cell area power density 2.46 nW/um^2, Area leader share between 30% and 40%, sequential power share approximately 43%, Post-synth ARST share 0%, Setup CP Type primary input to output pin, Top cells by area edfxtp_1 (40%), mux4_2 (20%), nand2_1 (8.2%), mux2i_1 (6.7%), o21ai_0 (5.0%), fillers between 40,000 and 50,000, Congestion Overflow GR 0, pin count of the biggest net entering global routing 171, final core occ 44.5%, post-synthesis cell type count 108, placed insts 25,200, Synth Flop Type edfxtp_1, CP Launch Type primary input, DIE AREA 515,000 um^2, Comb pwr share between 15 and 20%, GR Util met3 about 26%, Post-synth EDFFs 2,729, starting DRC count in detailed routing roughly 18,000, Boundary Pins 364, met1 Resource Use GR 43.4%, Post-CTS Resized 0, Setup Skew 0.0859 ns, # clock sinks 2,744, initial antenna violation count 114, vias in the first global route 170,000, H-Tree Depth 5, total power 557 uW, hold_buf cts 0, Clock Pin Slew Worst Setup and Hold Paths 0.07 ns, Synth Cell Area 205,000 um^2, GRT busiest layer met2, clock root cell clkbuf_16, fin. max-slew vios 0, Synth Seq Share 40.1%, status completed, Worst Hold Endpoint hint_poly[59], flop-to-flop setup slack 578.75 ns, Max Root-Sink Buffers 4, TNS Setup 0 ns, min-delay src hint_poly[59], Core Util at FP 40.2%, fin cells between 20,000 and 30,000, Clock Power Share 38.6%, CP Data Required Time roughly 470 ns, switching share of power 30.9%, CTS Buf Count roughly 330, Final Cycle Share between 40 and 50%, cell taking the most area after synthesis edfxtp_1, worst path cell trace clkdlybuf4s50_1, nor4_1, nand2_1, nor4_1, a2111oi_0, o311ai_2, buf_4, a41oi_1, a21o_1, o21ai_0, and3_1, a21oi_1, clkdlybuf4s50_1, Die X-Extent approximately 720 um, unrepaired setup endpoints after global routing no, final worst setup slack 348.30 ns, post-CTS setup buffer count 0, worst hold path class flop to flop, Reg2Reg Depth 17, row cnt ~260, grt met2 use between 40% and 50%, worst hold stages 2, min Tclk post-route ~240 ns, arrival time of the worst setup path 122.58 ns, die height 718 um, Slowest-stage cell, CP a21o_1, total number of yosys warnings 2, type of destination of the critical path output pin, post-DR wirelength/cell 33.3 um, worst-skew pair later-pin latency 1.04 ns, Initial DRT Pass Iterations 8, layout overhead on the synthesized area 10.7%, worst slack, placed 348.22 ns, DRC errors left 0, Worst-Margin Slew approximately 1.4 ns, Post-Route WL roughly 860,000 um, antenna viol nets, final 0, P_sw 173 uW, CORE AREA 510,000 um^2, via count around 170k, layout cells sized above 1 ~17%, Vias per Instance 6.70, crit path max fanout 18, CTS tree done, gpl congestion around 1.0, cells in synth_stat.txt 19,300, Reg2Reg Capture Point hint_poly[1413]
## power by group through the flow
stage / logic [mW] / clock network [mW] / registers (mW)
final: 0.101 / 0.215 / 0.242
after global routing: 0.105 / 0.224 / 0.243
after CTS: 0.0978 / 0.217 / 0.241
## stage by stage
stage / hold WS, ns / cell area, um^2
finish: 0.584 / 227000
global route: 0.601 / 227000
CTS: 0.584 / 226000
detailed placement: 0.567 / 216000
global placement: 0.557 / 216000
floorplan: 0.469 / 205000
## kinds of logic (layout without fill, tap and decap cells)
family / after synthesis / count (layout) / share of synthesized area, %
AOI/OAI and AO/OA: 4979 / 4979 / 15.6
xor gates and xnor gates: 44 / 44 / 0.198
adders and majority gates: 97 / 97 / 0.596
buffers and inverters: 2013 / 1754 / 3.97
DFF: 2744 / 2744 / 40.1
muxes: 3224 / 3224 / 26.8
other: 1 / 154 / 0.00183
and+or+nand+nor: 6246 / 6246 / 12.7
## layout make-up
| cell class | count | area, um^2 | area share [%] |
|---|---|---|---|
| Multi-Input combinational cell | 14600 | 115000 | 50.8 |
| Sequential cell | 2744 | 82300 | 36.3 |
| Timing Repair Buffer | 1082 | 9350 | 4.12 |
| Clock buffer | 407 | 8820 | 3.89 |
| Tap cell | 6732 | 8420 | 3.71 |
| Clock inverter | 188 | 2100 | 0.924 |
| Antenna cell | 153 | 383 | 0.169 |
| Inverter | 77 | 329 | 0.145 |
## synth_stat cells, types with 37 or more instances
library cell     n
a211oi_1       160
a21boi_0       588
a21oi_1        409
a22o_1         297
a22oi_1         43
a31oi_1         70
and2_1          66
and3_1          86
buf_1          242
buf_2          353
clkbuf_1      1310
edfxtp_1      2729
ha_1            96
inv_1           71
mux2_2          52
mux2i_1       1371
mux4_2        1801
nand2_1       4491
nand2b_1        37
nand3_1        777
nand4_1         54
nor2_1         316
nor2b_1        132
nor3_1          93
nor4_1          57
o211a_1         92
o211ai_1       623
o21ai_0       2039
o21ai_1         58
o221ai_1        74
o22ai_1        195
or3_1           37
## layer usage
layer | vias to the layer above | share of wire (%)
met4 | 147 | 6.1
met1 | 85900 | 34
met3 | 2245 | 18
met5 | - | 0.50
met2 | 11600 | 42
li1 | 74100 | -
## state kept, by name, indices dropped and copies added (netlist names)
| signal | cells |
|---|---|
| ctr | 11 |
| pos | 9 |
| hint_addr | 672 |
| state | 4 |
| hint_poly | 2048 |
## tightest hold or removal path, cell delays in order, from the launching register on
cell and delay (ns):
edfxtp_1 0.36, nand2_1 0.06, o21ai_0 0.06
## worst max path at each step
stage            from    endpoint  depth (start not counted)
4_1_cts    sec_lvl[2]  poly_o[22]                         14
5_1_grt    poly1_i[0]  poly_o[21]                         13
6_report  poly0_i[48]  poly_o[70]                         13
## layout by cell type (no fill, tap or decap), drive strengths merged, types with 195 or more instances in the layout
master / instances
a21oi: 411
mux2i: 1371
nand3: 778
buf: 720
clkbuf: 407
mux4: 1801
a22o: 297
nand2: 4491
clkdlybuf4s50: 362
nor2: 318
a21boi: 593
o21ai: 2098
edfxtp: 2729
o211ai: 623
o22ai: 195
Power is estimated from default activity; no workload was simulated.
