==> /design/flow/design.v <==
`timescale 1ns / 1ps
module coeff_decomposer(
        input  rst,
        input  clk,
        input  valid_i,
        output ready_i,
        input      [2:0]  sec_lvl,
        input      [23:0] di,
        output reg [23:0] doa = 0,
        output reg [23:0] dob = 0,
        output reg        valid_o = 0,
        input ready_o
    );
    assign ready_i = ready_o;
    localparam
        N1        = 18'd190464,
        N2        = 19'd523776,
        Q_N1_DIFF = 23'd8189953,
        Q_N2_DIFF = 23'd7856641,
        K         = 6'd41,
        M1        = 24'd11545611,
        M2        = 23'd4198404,
        Q         = 23'd8380417;
    reg [4:0] valid_sr = 0;
    always @(*) begin
        valid_o = valid_sr[4];
    end
    reg [23:0] di_buffer;
    reg signed [55:0] a1_0, a1_1, a1_2, a0_0, a0_1, a0_2;
    wire [23:0] sub_val;
    assign sub_val = ((((Q-1)/2 - a0_1) >> 31) & Q);
    wire [5:0] map1_out;
    decomp_map1 MAP1 (
        sec_lvl, di_buffer[22:0], map1_out);
    always @(posedge clk) begin
        if (ready_o) begin
            valid_sr <= (rst) ? 0 : {valid_sr[3:0], valid_i};
            di_buffer <= di;
            a1_0 <= map1_out;
            a1_1 <= a1_0;
            a1_2 <= a1_1;
            dob  <= a1_2;
            a0_0 <= di_buffer;
            a0_2 <= a0_1 - sub_val;
            doa  <= (a0_2 < 0) ? a0_2 + Q : a0_2;
            if (sec_lvl == 2) begin
                a0_1 <= a0_0 - ((a1_0 << 17) + (a1_0 << 16) - (a1_0 << 12) - (a1_0 << 11));
            end else begin
                a0_1 <= a0_0 - ((a1_0 << 19) - (a1_0 << 9));
            end
        end    
    end
endmodule
`timescale 1ns / 1ps
module decomp_map1(
    input [2:0] sec_lvl,
    input [22:0]     din,
    output reg [5:0] dout
    );
    reg [16:0] dout_32;
    reg [44:0] dout_88;
    always @(*) begin
        dout_32[0] = 1;
        dout_32[1] = (din >= 23'd261889) ? 1 : 0;
        dout_32[2] = (din >= 23'd785665) ? 1 : 0;
        dout_32[3] = (din >= 23'd1309441) ? 1 : 0;
        dout_32[4] = (din >= 23'd1833217) ? 1 : 0;
        dout_32[5] = (din >= 23'd2356993) ? 1 : 0;
        dout_32[6] = (din >= 23'd2880769) ? 1 : 0;
        dout_32[7] = (din >= 23'd3404545) ? 1 : 0;
        dout_32[8] = (din >= 23'd3928321) ? 1 : 0;
        dout_32[9] = (din >= 23'd4452097) ? 1 : 0;
        dout_32[10] = (din >= 23'd4975873) ? 1 : 0;
        dout_32[11] = (din >= 23'd5499649) ? 1 : 0;
        dout_32[12] = (din >= 23'd6023425) ? 1 : 0;
        dout_32[13] = (din >= 23'd6547201) ? 1 : 0;
        dout_32[14] = (din >= 23'd7070977) ? 1 : 0;
        dout_32[15] = (din >= 23'd7594753) ? 1 : 0;
        dout_32[16] = (din >= 23'd8118529) ? 1 : 0;
        dout_88[0] = 1;
        dout_88[1] = (din >= 23'd95233) ? 1 : 0;
        dout_88[2] = (din >= 23'd285697) ? 1 : 0;
        dout_88[3] = (din >= 23'd476161) ? 1 : 0;
        dout_88[4] = (din >= 23'd666625) ? 1 : 0;
        dout_88[5] = (din >= 23'd857089) ? 1 : 0;
        dout_88[6] = (din >= 23'd1047553) ? 1 : 0;
        dout_88[7] = (din >= 23'd1238017) ? 1 : 0;
        dout_88[8] = (din >= 23'd1428481) ? 1 : 0;
        dout_88[9] = (din >= 23'd1618945) ? 1 : 0;
        dout_88[10] = (din >= 23'd1809409) ? 1 : 0;
        dout_88[11] = (din >= 23'd1999873) ? 1 : 0;
        dout_88[12] = (din >= 23'd2190337) ? 1 : 0;
        dout_88[13] = (din >= 23'd2380801) ? 1 : 0;
        dout_88[14] = (din >= 23'd2571265) ? 1 : 0;
        dout_88[15] = (din >= 23'd2761729) ? 1 : 0;
        dout_88[16] = (din >= 23'd2952193) ? 1 : 0;
        dout_88[17] = (din >= 23'd3142657) ? 1 : 0;
        dout_88[18] = (din >= 23'd3333121) ? 1 : 0;
        dout_88[19] = (din >= 23'd3523585) ? 1 : 0;
        dout_88[20] = (din >= 23'd3714049) ? 1 : 0;
        dout_88[21] = (din >= 23'd3904513) ? 1 : 0;
        dout_88[22] = (din >= 23'd4094977) ? 1 : 0;
        dout_88[23] = (din >= 23'd4285441) ? 1 : 0;
        dout_88[24] = (din >= 23'd4475905) ? 1 : 0;
        dout_88[25] = (din >= 23'd4666369) ? 1 : 0;
        dout_88[26] = (din >= 23'd4856833) ? 1 : 0;
        dout_88[27] = (din >= 23'd5047297) ? 1 : 0;
        dout_88[28] = (din >= 23'd5237761) ? 1 : 0;
        dout_88[29] = (din >= 23'd5428225) ? 1 : 0;
        dout_88[30] = (din >= 23'd5618689) ? 1 : 0;
        dout_88[31] = (din >= 23'd5809153) ? 1 : 0;
        dout_88[32] = (din >= 23'd5999617) ? 1 : 0;
        dout_88[33] = (din >= 23'd6190081) ? 1 : 0;
        dout_88[34] = (din >= 23'd6380545) ? 1 : 0;
        dout_88[35] = (din >= 23'd6571009) ? 1 : 0;
        dout_88[36] = (din >= 23'd6761473) ? 1 : 0;
        dout_88[37] = (din >= 23'd6951937) ? 1 : 0;
        dout_88[38] = (din >= 23'd7142401) ? 1 : 0;
        dout_88[39] = (din >= 23'd7332865) ? 1 : 0;
        dout_88[40] = (din >= 23'd7523329) ? 1 : 0;
        dout_88[41] = (din >= 23'd7713793) ? 1 : 0;
        dout_88[42] = (din >= 23'd7904257) ? 1 : 0;
        dout_88[43] = (din >= 23'd8094721) ? 1 : 0;
        dout_88[44] = (din >= 23'd8285185) ? 1 : 0;
        dout = 0;
        if (sec_lvl == 2) begin
            case(1'b1)
            dout_88[44]: dout = 0;
            dout_88[43]: dout = 43;
            dout_88[42]: dout = 42;
            dout_88[41]: dout = 41;
            dout_88[40]: dout = 40;
            dout_88[39]: dout = 39;
            dout_88[38]: dout = 38;
            dout_88[37]: dout = 37;
            dout_88[36]: dout = 36;
            dout_88[35]: dout = 35;
            dout_88[34]: dout = 34;
            dout_88[33]: dout = 33;
            dout_88[32]: dout = 32;
            dout_88[31]: dout = 31;
            dout_88[30]: dout = 30;
            dout_88[29]: dout = 29;
            dout_88[28]: dout = 28;
            dout_88[27]: dout = 27;
            dout_88[26]: dout = 26;
            dout_88[25]: dout = 25;
            dout_88[24]: dout = 24;
            dout_88[23]: dout = 23;
            dout_88[22]: dout = 22;
            dout_88[21]: dout = 21;
            dout_88[20]: dout = 20;
            dout_88[19]: dout = 19;
            dout_88[18]: dout = 18;
            dout_88[17]: dout = 17;
            dout_88[16]: dout = 16;
            dout_88[15]: dout = 15;
            dout_88[14]: dout = 14;
            dout_88[13]: dout = 13;
            dout_88[12]: dout = 12;
            dout_88[11]: dout = 11;
            dout_88[10]: dout = 10;
            dout_88[9]: dout = 9;
            dout_88[8]: dout = 8;
            dout_88[7]: dout = 7;
            dout_88[6]: dout = 6;
            dout_88[5]: dout = 5;
            dout_88[4]: dout = 4;
            dout_88[3]: dout = 3;
            dout_88[2]: dout = 2;
            dout_88[1]: dout = 1;
            dout_88[0]: dout = 0;
            endcase
        end else begin
            case(1'b1)
            dout_32[16]: dout = 0;
            dout_32[15]: dout = 15;
            dout_32[14]: dout = 14;
            dout_32[13]: dout = 13;
            dout_32[12]: dout = 12;
            dout_32[11]: dout = 11;
            dout_32[10]: dout = 10;
            dout_32[9]: dout = 9;
            dout_32[8]: dout = 8;
            dout_32[7]: dout = 7;
            dout_32[6]: dout = 6;
            dout_32[5]: dout = 5;
            dout_32[4]: dout = 4;
            dout_32[3]: dout = 3;
            dout_32[2]: dout = 2;
            dout_32[1]: dout = 1;
            dout_32[0]: dout = 0;
            endcase
        end
    end
endmodule
`timescale 1ns / 1ps
module decomposer_unit #(
    parameter OUTPUT_W    = 4,
    parameter COEFF_W     = 24
    ) (
    input rst,
    input clk,
    input [2:0] sec_lvl,
    input  valid_i,
    output ready_i,
    input  [OUTPUT_W*COEFF_W-1:0] di,
    output [OUTPUT_W*COEFF_W-1:0] doa,
    output [OUTPUT_W*COEFF_W-1:0] dob,
    output valid_o,
    input ready_o
    );
    wire [0:OUTPUT_W-1] valid_coeff_o;
    assign valid_o = &valid_coeff_o;
    wire [OUTPUT_W-1:0] ready_i_sub;
    assign ready_i = |ready_i_sub;
    genvar i;
    generate
        for (i = 0; i < OUTPUT_W; i = i + 1) begin
            coeff_decomposer COEFF_DECOMP(
                rst, clk, valid_i, ready_i_sub[i], sec_lvl, di[24*i+:24],
                doa[24*i+:24], dob[24*i+:24], valid_coeff_o[i], ready_o
            );
        end
    endgenerate
endmodule
==> /design/flow/run.sh <==
#!/bin/bash
# OpenROAD 26Q1-2900-gdf79404cd8, Yosys 0.63+post, stock flow scripts
make -C /OpenROAD-flow-scripts/flow DESIGN_CONFIG=/design/flow/config.mk WORK_HOME=/design/flow/orfs finish
==> /design/flow/config.mk <==
export PLATFORM = sky130hd
export DESIGN_NAME = decomposer_unit
export DESIGN_NICKNAME = decomposer_unit
export VERILOG_FILES = /design/flow/design.v
export SDC_FILE = /design/flow/constraint.sdc
export NUM_CORES = 4
export LEC_CHECK = 1
export CORE_UTILIZATION = 30
==> /design/flow/constraint.sdc <==
current_design decomposer_unit

set clk_period 9.5
set clk_io_pct 0.2

create_clock -name clk0 -period $clk_period [get_ports {clk}]

set non_clock_inputs [all_inputs -no_clocks]
set_input_delay [expr $clk_period * $clk_io_pct] -clock clk0 $non_clock_inputs
set_output_delay [expr $clk_period * $clk_io_pct] -clock clk0 [all_outputs]
==> impl_metrics.yaml <==
# flow metrics
floorplan:
  die_h_um: 409
  core_um2: 165000
  chipWidth_um: 409
  die_area_um2: 168000
  ioPinCount: 297
  rows: 149
  initCoreUtil: 0.302
placed_design:
  place_congestion: 0.984
  dpl.hpwl_mm: 109
  port_buffers: 224
  placed_area_um2: 54400
  place_inst: 7364
logic_synthesis:
  yosysCellCount: 5059
  synth-edff-count: 705
  yosysWarningCount: 2
  yosys-stat-area_um2: 49800
  synth_cells: 5059
  ys_types: 106
  top_cells_by_count: "edfxtp_1, nand2_1, nor2_1, ha_1, a21oi_1"
  synth_area_per_cell_um2: 9.84
  synth-seq-cells: 705
  synthTopCellsByArea: "edfxtp_1, ha_1, xnor2_1"
  ys_seq_frac: 0.425
  async_flop_share: 0
  top_area_frac: 0.425
  largest_area_cell: "edfxtp_1"
  ff_type: "edfxtp_1"
  synthMostInstantiatedCell: "edfxtp_1"
  syn-cell-area_um2: 49800
global_routing:
  antenna_found_initial: 2
  grt_overflow: 0
  track_usage: 0.177
  grt_pass1_wl_mm: 224
  grt_pass1_vias: 38295
  grt_max_degree: 99
sta:
  rsz0062_at_grt: "no"
  fin_crit_ns: 4.95
  slew_violations: 0
  whs_ns: 0.402
  tightest_slew_ns: 0.909
  setup_violations: 0
  hold_viol: 0
  relSlewSlack: 0.389
  finalCritPeriodShare: 0.521
  fmax_mhz: 202
  fin_skew_ns: 0.0262
  setup_tns_ns: 0
clock_tree:
  clkLatencyLatePin_ns: 0.70
  htree_levels: 3
  path_clk_slew_ns: 0.07
  cts_buffers: 84
  clockBufferDepth: 3
  cts_repair_resize_count: 0
  hold_buffers: 0
  cts_tree: "yes"
  cts_setup_buffers: 0
  clock_tree.root_cell: "clkbuf_16"
  clock_sink_count: 705
flow_run:
  warnings: 74
  cap_violations: 0
routing:
  vias_per_cell: 5.28
  wl_per_cell_um: 19.5
  antennaDiodeCount: 0
  wirelength_mm: 146
  drt-initial-drc-count: 2908
  dr.pass1.iters: 20
  antenna_left: 0
  vias: 39620
  drc: 0
worst_hold_path:
  hp-class: "reg2reg"
setup_path:
  path_max_fanout: 98
  critPathSlowestCell: "clkdlybuf4s50_1"
  cp.required_ns: 7.60
  critPathLaunchType: "primary input"
  max_stage_delay_ns: 0.65
  path_delay_family: "buffers and inverters"
  worstPathArrival_ns: 3.05
  timing_worst_setup_path_type: "in2out"
  end_kind: "output pin"
  path_cells: "buf_8, clkdlybuf4s50_1"
  cp_num_buf_inv: 2
pwr:
  internal-power_uw: 7480
  pwr-share-comb: 0.329
  irDropWorstVdd_uv: 150
  netSwitchingPower_uw: 3760
  pwr_density_cell_nw_per_um2: 197
  p_sw_frac: 0.335
  p_leak_uw: 0.0211
  p_clk_frac: 0.281
  p_seq_frac: 0.390
outcome:
  status: "complete, no violations"
layout:
  fin_cells: 7509
  final-comb-area_um2: 26700
  drive_gt1_frac: 0.0622
  syn_to_final_growth_pct: 14.7
  flop_area_um2: 21200
  stdcell_area_um2: 57100
  num-fill-cells: 16369
[state kept, by name, summed over array words and instances (netlist names), 96 cells and up]
name                            cells
genblk1.COEFF_DECOMP.a0_0          96
genblk1.COEFF_DECOMP.doa           96
genblk1.COEFF_DECOMP.a0_2         100
genblk1.COEFF_DECOMP.a0_1         216
genblk1.COEFF_DECOMP.di_buffer     96
[power groups by stage]
stage                 clock, uW  sequential (uW)  combinational [uW]
final                      3160             4380                3700
after CTS                  3270             4390                3700
after global routing       3390             4440                4140
[layout make-up]
class,count,area share
multi-input combinational,3913,0.467
sequential,705,0.371
timing repair buffer,307,0.0503
tap,2189,0.0480
clock buffer,100,0.0382
inverter,250,0.0164
clock inverter,45,0.00920
[stage by stage]
stage | total power [uW] | util | worst slack [ns]
6_report | 11200 | 0.346 | 4.55
2_1_floorplan | 6930 | - | 5.23
5_1_grt | 12000 | 0.346 | 4.22
4_1_cts | 11400 | 0.346 | 4.48
3_3_place_gp | 8130 | 0.330 | 3.85
3_5_place_dp | 8120 | 0.330 | 3.78
[kinds of logic (layout without fill, tap and decap cells)]
kind of cell             count (synthesis)  after routing  synth area share
XOR/XNOR                               366            366            0.0646
flip-flops                             705            705             0.425
buffers and inverters                  515            702            0.0445
multiplexers                             9              9           0.00191
AND/OR/NAND/NOR                       1754           1754             0.179
other                                    2             76          0.000151
adder cells (fa/ha/maj)                418            418             0.111
AND-OR/OR-AND                         1290           1290             0.173
[path summary, 6_finish.rpt]
path                                 endpoint                             from  slack [ns]  depth (start not counted)
max                                   ready_i                          ready_o        4.55                          2
min            genblk1[0].COEFF_DECOMP.dob[4]  genblk1[0].COEFF_DECOMP.a1_2[4]        0.40                          0
max reg2reg  genblk1[1].COEFF_DECOMP.a0_2[55]  genblk1[1].COEFF_DECOMP.a0_1[3]        4.68                         16
min reg2reg    genblk1[0].COEFF_DECOMP.dob[4]  genblk1[0].COEFF_DECOMP.a1_2[4]        0.40                          0
[worst reg2reg max path, cell delays in order (launching register included)]
cell and delay, ns:
edfxtp_1 0.45, or4_4 0.55, or2_0 0.35, nor2_1 0.13, nand4_1 0.12, a211oi_2 0.36
xnor2_1 0.18, ha_1 0.22, or4b_1 0.47, nor4b_1 0.45, o21ai_0 0.21, a41oi_1 0.30
o21ai_1 0.11, o21a_1 0.19, o21a_1 0.18, nor3_1 0.21, xor2_1 0.09
[layout by cell type, fill, tap and decap left out, types with 55 or more instances in the layout]
cell type and instances:
and3_1 80, nand4_1 79, edfxtp_1 705, a21oi_1 325, clkbuf_16 85, nor2_1 403
ha_1 377, a31oi_1 62, xnor2_1 213, nand2b_1 77, nor4_1 63, o21a_1 55
nor3_1 160, inv_1 249, nor2b_1 60, nand2_1 413, conb_1 76, nand3_1 138
clkdlybuf4s50_1 223, or3_1 63, xor2_1 152, buf_4 83, o21ai_0 286
[metal layers]
metal	share of wire	routed length [um]	global-route usage
met5	0	0	0
met4	0.035	5150	0.0539
met3	0.074	10900	0.0415
met2	0.44	64700	0.264
met1	0.45	65400	0.264
No activity file was given, so power comes from the tool's default toggle rates.
