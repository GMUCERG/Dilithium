==> design/flow/design.v <==
`timescale 1ns / 1ps
module gen_c # (
    parameter SAMPLER_W   = 4,
    parameter SAMPLE_W    = 23,
    parameter W           = 64
    ) (
    input  start,
    input  rst,
    input  clk,
    input  [2:0] sec_lvl,
    input  mode,
    input  valid_i,
    output reg ready_i,
    input  [W-1:0] seed_i,
    output reg [SAMPLER_W*SAMPLE_W-1:0] samples = 0,
    output reg valid_o,
    input      ready_o,
    input          ch_read,
    output reg [W-1:0] ch,
    output reg done_sampler = 0,
    output reg  rst_k,
    output reg  [63:0] din,
    input [63:0] dout,
    output reg         src_ready,
    input        src_read,
    input        dst_write,
    output reg         dst_ready
    );
    localparam
        S_HOLD          = 4'd0,
        S_STORE_MU      = 4'd1,
        S_STORE_CHAT    = 4'd11,
        S_INIT          = 4'd2,
        S_ABSORB_MU     = 4'd3,
        S_ABSORB_W1     = 4'd4,
        S_HASH_CHAT     = 4'd5,
        S_INIT2         = 4'd6,
        S_ABSORB_CHAT   = 4'd7,
        S_STORE_SIGN    = 4'd8,
        S_SAMPLEC       = 4'd9,
        S_UNLOAD_C      = 4'd10,
        S_STALL         = 4'd12;
    localparam NEG_ONE = 23'd8380416;  
    reg  [31:0] ctrl_len;
    reg [3:0]  cstate, nstate;
    reg [31:0] ctr, ctr_next;
    reg [8:0]  sample_no;
    reg [63:0] dout_buffer;
    reg [511:0] MU_SIPO;
    reg [255:0] C_SIPO;
    reg [63:0] SIGN;
    reg [1:0] C_POLY [255:0];
    integer i;
    initial begin
        cstate = S_HOLD;
        nstate = S_HOLD;
        ctr    = 0;
        MU_SIPO   = 0;
        C_SIPO    = 0;
        sample_no = 0;
        for (i = 0; i < 256; i = i + 1) begin
            C_POLY[i] = 0;
        end
    end
    reg [7:0] sample_addr;
    reg [10:0] W1_LEN;
    reg [7:0]  TAU;
    always @(*) begin
        ch = C_SIPO[255:256-64];
        case(sec_lvl)
        2: begin
             W1_LEN = 4*192/8;
             TAU = 39;
        end
        3: begin
            W1_LEN = 6*256/8/2; 
            TAU = 49;
        end
        5: begin
             W1_LEN = 8*256/8/2; 
             TAU = 60;
        end
        default: begin
            W1_LEN = 0;
            TAU    = 0;
        end
        endcase
    end
    always @(*) begin
        nstate  = cstate;
        ready_i = 0;
        valid_o = 0;
        rst_k   = 0;
        din       = 0;
        src_ready = 1;
        dst_ready = 1;
        ctrl_len  = W1_LEN*64 + 512;
        ctr_next  = ctr;
        done_sampler = 0;
        samples      = 0;
        sample_addr = 0;
        case(cstate)
        S_HOLD: begin
            nstate = (start && !mode) ? S_STORE_MU : 
                     (start &&  mode) ? S_STORE_CHAT :   S_HOLD;
            rst_k  = 1;
        end
        S_STORE_MU: begin
            ready_i = (valid_i) ? 1 : 0;
            ctr_next = ctr + 1;
            if (ctr == 7 && valid_i) begin
                nstate = S_INIT;
            end        
        end
        S_STORE_CHAT: begin
            ready_i  = valid_i;
            ctr_next = (valid_i && ready_i) ? ctr + 1 : ctr;
            if (ctr == 3 && valid_i) begin
                nstate = S_INIT2;
            end  
        end
        S_INIT: begin
            src_ready = 0;
            din = {32'hE0000100, ctrl_len}; 
            nstate = (src_read) ? S_ABSORB_MU : S_INIT;
        end
        S_ABSORB_MU: begin
            din = MU_SIPO[511:512-64];
            src_ready = 0;
            ctr_next = (src_read) ? ctr + 1 : ctr;
            if (ctr == 7 && src_read) begin
                nstate = S_ABSORB_W1;
            end
        end
        S_ABSORB_W1: begin
            din       = seed_i;
            src_ready = ~valid_i;
            ready_i   = src_read;
            ctr_next = (src_read) ? ctr + 1 : ctr;
            nstate = (ctr == W1_LEN-1 && src_read) ? S_HASH_CHAT : S_ABSORB_W1;
        end
        S_HASH_CHAT: begin
            ctr_next = (dst_write) ? ctr + 1 : ctr;
            dst_ready = 0;
            nstate = (ctr == 3 && dst_write) ? S_INIT2 : S_HASH_CHAT;
            rst_k  = (ctr == 3 && dst_write) ? 1 : 0;
        end
        S_INIT2: begin
            src_ready = 0;
            din = {32'hE0008000, 32'd256}; 
            nstate = (src_read) ? S_ABSORB_CHAT : S_INIT2;
        end
        S_ABSORB_CHAT: begin
            din = C_SIPO[255:256-64];
            src_ready = 0;
            ctr_next = (src_read) ? ctr + 1 : ctr;
            if (ctr == 3 && src_read) begin
                nstate = S_STORE_SIGN;
            end
        end
        S_STORE_SIGN: begin
            ctr_next = (dst_write) ? ctr + 1 : ctr;
            dst_ready = 0;
            nstate = (ctr == 0 && dst_write) ? S_STALL : S_STORE_SIGN;
        end
        S_STALL: begin
            nstate = S_SAMPLEC;
        end
        S_SAMPLEC: begin
            sample_addr = dout_buffer[{4'd7-ctr[2:0],3'd0}+:8];
            ctr_next = ctr + 1;
            nstate = (sample_no == 256) ? S_UNLOAD_C : S_SAMPLEC;
            rst_k  = (sample_no == 256) ? 1 : 0;
            dst_ready = (ctr[2:0] == 6) ? 0 : 1;
        end
        S_UNLOAD_C: begin
            valid_o      = (ctr < 64) ? 1 : 0;
            done_sampler = (ctr == 64) ? 1 : 0;
            ctr_next = (ready_o && valid_o) ? ctr + 1 : ctr;
            case(C_POLY[{ctr,2'd0}])
            1: samples[0*SAMPLE_W+:SAMPLE_W] = 1;
            2: samples[0*SAMPLE_W+:SAMPLE_W] = NEG_ONE;
            default: samples[0*SAMPLE_W+:SAMPLE_W] = 0;
            endcase 
            case(C_POLY[{ctr,2'd1}])
            1: samples[1*SAMPLE_W+:SAMPLE_W] = 1;
            2: samples[1*SAMPLE_W+:SAMPLE_W] = NEG_ONE;
            default: samples[1*SAMPLE_W+:SAMPLE_W] = 0;
            endcase 
            case(C_POLY[{ctr,2'd2}])
            1: samples[2*SAMPLE_W+:SAMPLE_W] = 1;
            2: samples[2*SAMPLE_W+:SAMPLE_W] = NEG_ONE;
            default: samples[2*SAMPLE_W+:SAMPLE_W] = 0;
            endcase 
            case(C_POLY[{ctr,2'd3}])
            1: samples[3*SAMPLE_W+:SAMPLE_W] = 1;
            2: samples[3*SAMPLE_W+:SAMPLE_W] = NEG_ONE;
            default: samples[3*SAMPLE_W+:SAMPLE_W] = 0;
            endcase 
            nstate = (ctr == 64) ? S_INIT : S_UNLOAD_C;
        end
        default: begin
            nstate = S_HOLD;
        end
        endcase
    end
    always @(posedge clk) begin
        if (rst) begin
            cstate <= S_HOLD;
        end else begin
            cstate <= nstate;
        end
        dout_buffer <= dout;
        if (ch_read) begin
             C_SIPO   <= {C_SIPO[255-64:0], C_SIPO[255:256-64]};
        end
        case(cstate)
        S_HOLD: begin
            ctr   <= 0;
        end 
        S_STORE_MU: begin
            if (valid_i & ready_i) begin
                ctr     <= ctr_next;
                MU_SIPO <= {MU_SIPO[511-64:0], seed_i};
            end
        end
        S_STORE_CHAT: begin
            ctr <= (ctr == 3 && valid_i & ready_i) ? 0 : ctr_next;
            if (valid_i & ready_i) begin
                C_SIPO <= {C_SIPO[255-64:0], seed_i};
            end
        end
        S_INIT: begin
            ctr <= 0;
        end
        S_ABSORB_MU: begin
            ctr <= (ctr == 7 && src_read) ? 0 : ctr_next;
            if (src_read) begin
                 MU_SIPO   <= {MU_SIPO[511-64:0], MU_SIPO[511:512-64]};
            end
        end
        S_ABSORB_W1: begin            
            ctr <= (ctr == W1_LEN-1 && src_read) ? 0 : ctr_next;
        end
        S_HASH_CHAT: begin
            ctr   <= (ctr == 3 && dst_write) ? 0 : ctr_next;
            if (dst_write) begin
                C_SIPO   <= {C_SIPO[255-64:0], dout};
            end
        end
        S_ABSORB_CHAT: begin
            ctr <= (ctr == 3 && src_read) ? 0 : ctr_next;
            if (src_read) begin
                 C_SIPO   <= {C_SIPO[255-64:0], C_SIPO[255:256-64]};
            end
        end
        S_STORE_SIGN: begin
            sample_no <= 256 - TAU;
            for (i = 0; i < 256; i = i + 1) begin
                C_POLY[i] <= 0;
            end
            ctr <= (dst_write) ? 0 : ctr_next;
            if (dst_write) begin
                SIGN   <= {dout[0*8+:8], dout[1*8+:8], dout[2*8+:8], dout[3*8+:8], dout[4*8+:8],
                                    dout[5*8+:8], dout[6*8+:8], dout[7*8+:8]};
            end
        end
        S_SAMPLEC: begin
            if (sample_no <= 255) begin
                ctr <= ctr_next;
                if (sample_addr <= sample_no) begin
                    sample_no <= sample_no + 1;
                    C_POLY[sample_no]   <= C_POLY[sample_addr];
                    C_POLY[sample_addr] <= (SIGN[0]) ? 2 : 1;  
                    SIGN                <= (SIGN >> 1);
                end
            end else begin
                ctr <= 0;
            end
        end
        S_UNLOAD_C: begin
            ctr <= ctr_next;
        end
        endcase 
    end
endmodule
==> design/flow/run.sh <==
#!/bin/bash
# OpenROAD 26Q1-2900-gdf79404cd8, Yosys 0.63+post, stock flow scripts
make -C /OpenROAD-flow-scripts/flow DESIGN_CONFIG=/design/flow/config.mk WORK_HOME=/design/flow/orfs finish
==> design/flow/config.mk <==
export PLATFORM = sky130hd
export DESIGN_NAME = gen_c
export DESIGN_NICKNAME = gen_c
export VERILOG_FILES = /design/flow/design.v
export SDC_FILE = /design/flow/constraint.sdc
export NUM_CORES = 4
export LEC_CHECK = 1
export CORE_UTILIZATION = 50
==> design/flow/constraint.sdc <==
current_design gen_c

set clk_period 49.4
set clk_io_pct 0.2

create_clock -name clk0 -period $clk_period [get_ports {clk}]

set non_clock_inputs [all_inputs -no_clocks]
set_input_delay [expr $clk_period * $clk_io_pct] -clock clk0 $non_clock_inputs
set_output_delay [expr $clk_period * $clk_io_pct] -clock clk0 [all_outputs]
==> impl_metrics.csv <==
group,metric,value,unit
power_and_ir_drop,p_sw,1180,uW
die,die_h,373,um
place,gp_congestion,1.12,
power_and_ir_drop,p_leak,0.0265,uW
power_and_ir_drop,sw_frac_of_total,0.314,
synth,yosys_area,68800,um^2
place,pre_cts_slack,27.25,ns
clock_tree,cts_tree,"done",
die,fp-utilization,0.506,
global_routing,grt_pass1_vias,51300,
clock_tree,post_cts_buffers,0,
synth,xor_share,0.00497,
sta,period_minus_slack,22.16,ns
die,dieArea,139000,um^2
finish,fillers,10900,
global_routing,overflow,0,
synth,syn_area,68800,um^2
sta,max_freq,45.1,MHz
clock_tree,cts_resized,0,
critical_path,crit_fanout,4,
place,placed_cells,7728,
critical_path,startpoint_type,"primary input",
synth,synthArstFlopShare,0,
critical_path,end_kind,"output pin",
die,ios,366,
detailed_routing,drtIter0Drc,6739,
sta,clock_skew,0.0584,ns
power_and_ir_drop,p_clk_frac,0.317,
power_and_ir_drop,pwr-share-comb,0.233,
power_and_ir_drop,seqPwrFrac,0.450,
synth,ys_sh_mux,0.0931,
detailed_routing,drc,0,
die,core,136000,um^2
run_status,status,"complete, no violations",
die,die_w,373,um
critical_path,cp.required,39.52,ns
power_and_ir_drop,ir_drop,0.0407,mV
synth,ys_ff,1453,
clock_tree,cts_sinks,1453,
synth,ys_warn_count,1,
place,io_buffers,317,
detailed_routing,vias_per_cell,6.67,
clock_tree,cts-hold-fix-buffers,0,
synth,syn-instance-count,6057,
synth,yosys.stat.seqShare,0.587,
sta,setup_tns,0,ns
sta,finalHoldViolCount,0,
detailed_routing,wire_per_inst,32.1,um
synth,postSynthAreaPerCell,11.4,um^2
detailed_routing,first_pass_iters,9,
sta,rsz0062_at_grt,"no",
job,tool_warnings,43,
power_and_ir_drop,power_density,48.3,nW/um^2
synth,synthDistinctLibCells,87,
global_routing,groute.usage.overall,0.398,
sta,relSlewSlack,0.226,
clock_tree,cts-root-buf,"clkbuf_16",
synth,simple_gate_share,0.129,
power_and_ir_drop,internal-power,2580,uW
worst_hold_path,hp-class,"register to register",
finish,layoutNonFillerInstCount,8034,
sta,worst_slew_pin_slew,1.16,ns
sta,drv_slew,0,
detailed_routing,wl_met1,89400,um
synth,ys_cells,6057,
job,maxCapViolCount,0,
clock_tree,htree_levels,4,
synth,flop_cell,"edfxtp_1",
clock_tree,cts.clk_slew.worst_paths,0.06,ns
critical_path,r2r_setup_slack,40.72,ns
clock_tree,clock_latency,0.81,ns
clock_tree,cts_buffers,155,
place,hpwl,172000,um
critical_path,path_class,"primary input to output pin",
detailed_routing,routed.top_layer,"met5",
clock_tree,clk_path_buf_depth,3,
synth,ys_sh_aoi,0.129,
global_routing,grt_max_degree,126,
sta,fin_crit_sh,0.449,
sta,worst_slack,27.24,ns
global_routing,grt_pass1_wl,366000,um
synth,edf_count,1129,
finish,syn_to_final_growth,13.5,%
detailed_routing,via_count,53600,
detailed_routing,ant_nets,0,
synth,adder_share,0.00327,
finish,final_layout_size_suffix_gt1_frac,0.132,
critical_path,cp.arrival,12.28,ns
detailed_routing,routed_wl,258000,um
detailed_routing,dr_wl_met3,40000,um
detailed_routing,wl_met2,109000,um
global_routing,antenna_found_initial,35,
sta,finalSetupViolations,0,
die,rows,135,
synth,top_logic_kind,"simple AND/OR/NAND/NOR gates",
routing by layer:
layer	up-vias	global-route usage
met5	-	0.0164
met2	3910	0.527
met4	44	0.216
li1	23000	-
met3	891	0.219
met1	25700	0.547
cell families after synthesis:
kind of cell / count (synthesis)
AND-OR/OR-AND: 1247
XOR/XNOR: 39
adder cells (fa/ha/maj): 18
buffers and inverters: 740
flip-flops: 1453
multiplexers: 431
other: 1
AND/OR/NAND/NOR: 2128
flip-flops by register name, summed over array words and instances, names as in the netlist:
signal / flops
C_SIPO: 256
MU_SIPO: 512
ctr: 32
cstate: 4
C_POLY: 512
dout_buffer: 64
SIGN: 64
sample_no: 9
synthesized netlist by cell type, drive strengths merged, types with 34 or more instances:
| cell | count | area, um^2 |
|---|---|---|
| nand2 | 1403 | 5270 |
| edfxtp | 1129 | 33900 |
| o22ai | 506 | 3170 |
| nand3 | 372 | 1860 |
| clkbuf | 356 | 1340 |
| dfxtp | 324 | 6490 |
| buf | 300 | 2030 |
| mux2 | 209 | 2350 |
| nor2 | 204 | 766 |
| o211ai | 188 | 1410 |
| mux4 | 146 | 3290 |
| a21oi | 143 | 716 |
| a222oi | 118 | 1180 |
| inv | 82 | 308 |
| mux2i | 76 | 761 |
| o21ai | 42 | 214 |
| nand4 | 34 | 219 |
through the flow:
step | hold WS (ns) | cell area (um^2) | total power, uW | util
final | 0.407 | 78100 | 3770 | 0.574
after global routing | 0.405 | 78000 | 3890 | 0.574
after CTS | 0.405 | 78000 | 3760 | 0.574
after detailed placement | 0.405 | 72700 | 2570 | 0.535
after global placement | 0.400 | 72700 | 2560 | 0.535
after floorplan | 0.400 | 69000 | 2340 | -
critical path, cell delays in order:
cell	delay, ns
clkdlybuf4s50_1	0.53
nand2_1	0.07
nor2_1	0.36
inv_1	0.14
ha_1	0.26
nor3_1	0.14
nand3_1	0.12
nand4_1	0.16
clkdlybuf4s50_1	0.61
cell usage in the layout, fill, tap and decap left out, types with 118 or more instances in the layout:
master	Yosys	routed
clkbuf_16	0	158
o211ai_1	188	188
dfxtp_1	324	324
a222oi_1	118	118
buf_4	177	175
a21oi_1	143	143
nand2_1	1403	1401
o22ai_1	505	505
edfxtp_1	1129	1129
mux2_2	208	208
clkdlybuf4s50_1	0	317
nor2_1	204	195
mux4_2	146	146
nand3_1	372	372
power by group through the flow:
stage	Combinational [uW]	Clock [uW]	Sequential [uW]
global route	912	1260	1720
CTS	853	1210	1690
finish	877	1190	1700
worst paths after layout:
path              cells after the start              to         start
setup / recovery                      9         din[12]    sec_lvl[2]
hold / removal                        0    MU_SIPO[492]  MU_SIPO[428]
setup reg to reg                     18  C_POLY[221][0]        ctr[1]
hold reg to reg                       0    MU_SIPO[492]  MU_SIPO[428]
final cells by class:
cell class	count	area, um^2	area share
Clock inverter	91	1100	0.0141
Sequential cell	1453	40400	0.517
Clock buffer	197	4190	0.0537
Multi-Input combinational cell	3911	25200	0.322
Timing Repair Buffer	499	4630	0.0593
Antenna cell	18	45.0	0.000577
Inverter	84	324	0.00415
Tap cell	1781	2230	0.0285
Power and IR drop assume default switching activity.
